==> run.sh <==
#!/bin/bash
# OpenROAD 26Q1-2900-gdf79404cd8, Yosys 0.63+post, stock flow scripts
make -C /OpenROAD-flow-scripts/flow DESIGN_CONFIG=/design/flow/config.mk WORK_HOME=/design/flow/orfs finish
==> config.mk <==
export PLATFORM = sky130hd
export DESIGN_NAME = memory
export DESIGN_NICKNAME = memory
export VERILOG_FILES = /design/flow/design.v
export SDC_FILE = /design/flow/constraint.sdc
export NUM_CORES = 4
export LEC_CHECK = 1
export CORE_UTILIZATION = 30
==> constraint.sdc <==
current_design memory

set clk_period 5.8
set clk_io_pct 0.2

create_clock -name clk0 -period $clk_period [get_ports {clk_i}]

set non_clock_inputs [all_inputs -no_clocks]
set_input_delay [expr $clk_period * $clk_io_pct] -clock clk0 $non_clock_inputs
set_output_delay [expr $clk_period * $clk_io_pct] -clock clk0 [all_outputs]
==> design.v <==
`timescale 1ns / 1ps
module memory #(
                    parameter       BLOCK_SIZE = 32,
                    parameter       ADDRESS_SIZE = 32
)
(
input clk_i,
input read_i, 
input write_i,
input [BLOCK_SIZE - 1: 0] data_i,
input [$clog2(ADDRESS_SIZE) - 1: 0] address_i,
output reg [BLOCK_SIZE - 1: 0] data_o 
    );
localparam DEPTH = 16;
reg [BLOCK_SIZE - 1: 0] memory [DEPTH - 1: 0];
    always@(posedge clk_i ) begin
        if(read_i) begin
            data_o <= memory[ address_i ];
        end
        else if(write_i) begin
            memory[ address_i ] <= data_i;
        end
    end
endmodule
==> CHANGELOG.md <==
### Physical design

* CP Cell Sequence: clkdlybuf4s50_1 > nand2b_1 > nor2_4 > buf_4
* Vias per Instance at 4.825
* Final setup vio count at 0
* Leakage power at 7.358 nW
* Max H-tree Level at 2
* FF-to-FF path depth at 3
* I/O pins at 72
* Initial antenna violation count at 5
* Die extent in y at 261.7 µm
* Pre-CTS setup slack at 1.795 ns
* Post-Syn Instances at 842
* Global-route wire length before repair at 64230 µm
* Chip area at 68470 µm²
* Final Routed Wirelength at 42840 µm
* Slew @ Worst Pin at 0.8492 ns
* Setup Fix Bufs, Post-CTS at 0
* CP endpoint kind: flip-flop
* Synth warn at 1
* Post-DRT Antenna Nets at 0
* Max-cap viol count at 0
* CP required at 6.07 ns
* CP endpoint: memory[10][28]$_DFFE_PP_
* Post-layout util at 36.08%
* Slew headroom at 43.26%
* Reg2reg end: data_o[27]$_DFFE_PP_
* DR vias at 8975
* DPL Wire Length at 23070 µm
* Worst skew pair latency at 0.60 ns
* Power per cell area at 346.3 nW/µm²
* Max Slew Vio Count at 0
* Worst setup path class: in2reg
* Max stage delay on crit path at 0.88 ns
* Yosys cell count at 842
* DRC viols at 0
* Gp weighted congestion at 0.7513
* Cell variety after synth at 15
* Cycle use final at 58.10%
* Clock Sinks at 544
* First drt pass iteration count at 4
* Reg2Reg Launch Point: memory[11][27]$_DFFE_PP_
* Post-synthesis average cell area at 24.03 µm²
* Seq/Total Area, Yosys at 80.75%
* Setup crit start: address_i[3]
* Ys flops at 544
* Residual overflow from global routing at 0
* Die width at 261.7 µm
* Total GRT Usage at 13.81%
* Crit-path max FO at 19
* Max frequency at 0.2968 GHz
* Crit path max-delay cell type: clkdlybuf4s50_1
* CTS Buf Count at 54
* Largest net degree at the start of global routing at 69
* Setup WS post-layout at 2.430 ns
* Layout area overhead at 18.10%
* Hold Buf Count CTS at 0
* Yosys stat area at 20230 µm²
* Core ar. at 66220 µm²
* PortBufs at 70
* Clk buf depth at 3
* Routed WL per cell at 23.03 µm
* Share of layout cells above drive strength 1 at 25.63%
* Post-layout min period at 3.370 ns
* Final Hold Violation Tally at 0
* Setup TNS at 0 ns
* Tot Pwr at 0.008274 W
* Tool Warnings at 26
* Rows at 94
* Critical Path Source Type: primary input
* Pre-Place Util at 30.55%
* Root cell of the clock tree: clkbuf_16
* First DRT Iteration DRCs at 501
* R2r setup slk at 4.19 ns
* Worst vdd ir at 249.5 µV
* Worst EP arrival at 3.64 ns
* RSZ-0062 raised after global routing: no
* Post-CTS sizing at 0
* Hold Crit Class: reg2reg
* Post-Synthesis Cell Area at 20230 µm²
* Clk_skew at 0.01061 ns
* CTS tree: built
* Clk slew on worst S/H paths at 0.06 ns
* Number of global-route vias before repair at 10037
* Outcome: finished, final reports clean
registers in the layout, summed over array words and instances (netlist names):
register / count
memory: 512
data_o: 32
cell usage after synthesis (all sizes together):
cell type	count	area share [%]
a22oi	64	2.4
and2	1	0.031
buf	23	0.85
clkbuf	24	0.45
edfxtp	544	81
mux4	128	14
nand2	33	0.61
nand2b	2	0.062
nand4b	1	0.043
nand4bb	2	0.11
nor2	13	0.24
nor2b	2	0.062
nor3	4	0.099
or4b	1	0.068
cell type report:
class / instances / area [µm²]
sequential: 544 / 16340
clock buffer: 72 / 1440
clock inverter: 29 / 339.1
tap: 864 / 1081
multi-input combinational: 251 / 3766
timing repair buffer: 99 / 927.1
fill: 5881 / 42320
antenna: 1 / 2.502
logic make-up (layout without fill, tap and decap cells):
group	count (synthesis)	in the layout	share of synthesized area, %
flops	544	544	80.75
mux	128	128	14.25
compound gates	64	64	2.375
simple gates	59	59	1.330
buf+inv	47	200	1.293
other cells	0	1	0
power breakdown:
group | switching (W) | internal, W
registers | 0.0000147 | 0.00440
clock network | 0.00143 | 0.00206
logic | 0.000204 | 0.000167
total | 0.00165 | 0.00663
placed cells by master, fill, tap and decap left out:
| cell | Yosys | routed |
|---|---|---|
| buf_12 | 0 | 1 |
| nor2_4 | 0 | 13 |
| nand2b_1 | 2 | 2 |
| buf_4 | 0 | 29 |
| nor2b_4 | 0 | 2 |
| a22oi_1 | 64 | 64 |
| clkinv_2 | 0 | 6 |
| clkdlybuf4s50_1 | 0 | 67 |
| clkbuf_16 | 0 | 55 |
| mux4_2 | 128 | 128 |
| clkbuf_8 | 0 | 1 |
| and2_2 | 0 | 1 |
| nand2_1 | 33 | 33 |
| nand4b_1 | 1 | 1 |
| nand4bb_1 | 2 | 2 |
| inv_16 | 0 | 1 |
| bufinv_16 | 0 | 7 |
| edfxtp_1 | 544 | 544 |
| diode_2 | 0 | 1 |
| or4b_4 | 1 | 1 |
| inv_6 | 0 | 2 |
| clkinv_4 | 0 | 1 |
| clkinvlp_4 | 0 | 2 |
| buf_2 | 14 | 1 |
| clkbuf_1 | 24 | 17 |
| nor3_2 | 0 | 4 |
| clkinv_1 | 0 | 10 |
critical path, delay by kind of cell:
| family | cells | cell delay, ns |
|---|---|---|
| AND/OR/NAND/NOR | 2 | 1.16 |
| buffers and inverters | 2 | 1.30 |
layer usage:
| layer | vias to the layer above | GRT usage, % | share of wire (%) |
|---|---|---|---|
| met5 | - | 1.597 | 0.084 |
| met4 | 6 | 2.309 | 1.9 |
| met3 | 61 | 8.454 | 13 |
| met2 | 417 | 21.52 | 50 |
| met1 | 4646 | 17.11 | 35 |
| li1 | 3845 | - | - |
stage by stage:
step	std cells	hold slack, ns	instance area [µm²]
after floorplan	842	0.7103	20230
after global placement	1758	0.7370	22110
after detailed placement	1758	0.7419	22110
after CTS	1859	0.7504	23890
after global routing	1860	0.7843	23890
final	1860	0.7451	23890
how the worst min path moves through the flow:
| stage | startpoint | endpoint | slack (ns) | depth (start not counted) |
|---|---|---|---|---|
| global route | memory[15][11]$_DFFE_PP_ | data_o[11]$_DFFE_PP_ | 0.78 | 3 |
| CTS | memory[14][19]$_DFFE_PP_ | data_o[19]$_DFFE_PP_ | 0.75 | 3 |
| finish | memory[14][19]$_DFFE_PP_ | data_o[19]$_DFFE_PP_ | 0.75 | 3 |
No activity file was given, so power comes from the tool's default toggle rates.
