==> design/flow/design.v <==
module DirectMappedCache #( parameter       BLOCK_SIZE = 32,
                            parameter       NUM_OF_BLOCKS_PER_LINE = 4,
                            parameter       NUM_OF_CACHE_LINES = 4,
                            parameter       ADDRESS_SIZE = 32
                            )
(
input rst_n_i, clk_i, read_i, write_i, write_line_i, read_line_i,
input [ADDRESS_SIZE - 1: 0] address_i,
input [BLOCK_SIZE - 1: 0] data_i,
input [NUM_OF_BLOCKS_PER_LINE*BLOCK_SIZE - 1 : 0] line_i,  
output reg [BLOCK_SIZE - 1: 0] data_o,
output reg [NUM_OF_BLOCKS_PER_LINE*BLOCK_SIZE - 1 : 0] line_o,
output reg [ADDRESS_SIZE - 1: 0]                        address_o,
output reg hit_o, read_flush_o, read_fetch_o, write_flush_o, write_fetch_o
);
reg rst_n_reg, read_reg, write_reg, write_line_reg, read_line_reg;
reg [ADDRESS_SIZE - 1: 0] address_reg;
reg [BLOCK_SIZE - 1: 0] data_i_reg;
reg [NUM_OF_BLOCKS_PER_LINE*BLOCK_SIZE - 1 : 0] line_i_reg;
localparam BLOCK_OFFSET_LENGTH = $clog2(NUM_OF_BLOCKS_PER_LINE);
localparam INDEX_LENGTH = $clog2(NUM_OF_CACHE_LINES);
localparam TAG_LENGTH = ADDRESS_SIZE - BLOCK_OFFSET_LENGTH - INDEX_LENGTH;
localparam DIRTY_BIT = 1'b1;  
localparam VALID_BIT = 1'b1;  
localparam CACHE_LINE_LENGTH = DIRTY_BIT + VALID_BIT + TAG_LENGTH + NUM_OF_BLOCKS_PER_LINE * BLOCK_SIZE;
localparam DIRTY_BIT_INDEX = CACHE_LINE_LENGTH - 1;
localparam VALID_BIT_INDEX = CACHE_LINE_LENGTH - 1 - DIRTY_BIT;
localparam TAG_INDEX = CACHE_LINE_LENGTH -1 - DIRTY_BIT - VALID_BIT;
wire [BLOCK_OFFSET_LENGTH - 1: 0] block_offset;
wire [INDEX_LENGTH - 1: 0] index;
wire [TAG_LENGTH - 1: 0] tag;
reg  [CACHE_LINE_LENGTH - 1: 0] cache [NUM_OF_CACHE_LINES - 1: 0];  
integer i = 0;
assign index = address_reg[INDEX_LENGTH + BLOCK_OFFSET_LENGTH - 1 -: INDEX_LENGTH];
assign block_offset = address_reg[BLOCK_OFFSET_LENGTH - 1 -: BLOCK_OFFSET_LENGTH];
assign tag = address_reg[ADDRESS_SIZE - 1 -: TAG_LENGTH];
always @(posedge clk_i) begin
     rst_n_reg <= rst_n_i;
     read_reg <= read_i;
     write_reg <= write_i;
     write_line_reg <= write_line_i;
     read_line_reg <= read_line_i;
     address_reg <= address_i;
     data_i_reg <= data_i;
     line_i_reg <= line_i;
end
always @(posedge clk_i ) begin
    if(!rst_n_reg) begin
        hit_o <= 0;
        read_flush_o <= 0;
        read_fetch_o <= 0;
        write_flush_o <= 0;
        write_fetch_o <= 0;
        for(i = 0; i < NUM_OF_CACHE_LINES; i = i + 1) begin
            cache[i][VALID_BIT_INDEX] <= 0;
        end
    end
end
always @(posedge clk_i) begin
    hit_o <= 0;
    read_flush_o <= 0;
    read_fetch_o <= 0;
    write_flush_o <= 0;
    write_fetch_o <= 0;
    if(read_reg) begin 
        if(cache[index][VALID_BIT_INDEX] && cache[index][TAG_INDEX -: TAG_LENGTH] == tag) begin
            hit_o <= 1;
            data_o <= cache[index][block_offset*BLOCK_SIZE + BLOCK_SIZE - 1 -: BLOCK_SIZE];
        end
        else if(cache[index][VALID_BIT_INDEX] && cache[index][DIRTY_BIT_INDEX] && !(cache[index][TAG_INDEX -: TAG_LENGTH] == tag)) begin
            read_flush_o <= 1;
        end
        else if(cache[index][VALID_BIT_INDEX] && !cache[index][DIRTY_BIT_INDEX] && !(cache[index][TAG_INDEX -: TAG_LENGTH] == tag)) begin
            read_fetch_o <= 1;
        end
        else if(!cache[index][VALID_BIT_INDEX]) begin
            read_fetch_o <= 1;
        end
    end
end
always @(posedge clk_i ) begin
    if(write_reg) begin
        if(cache[index][VALID_BIT_INDEX] && cache[index][TAG_INDEX -: TAG_LENGTH] == tag) begin
            hit_o <= 1;
            read_flush_o <= 0;
            read_fetch_o <= 0;
            write_flush_o <= 0;
            write_fetch_o <= 0;
            cache[index][ DIRTY_BIT_INDEX ] <= 1;
            cache[index][ block_offset*BLOCK_SIZE + BLOCK_SIZE - 1 -: BLOCK_SIZE] <= data_i_reg;
        end
        else if(cache[index][VALID_BIT_INDEX] && cache[index][DIRTY_BIT_INDEX] && !(cache[index][TAG_INDEX -: TAG_LENGTH] == tag)) begin
            hit_o <= 0;
            read_flush_o <= 0;
            read_fetch_o <= 0;
            write_flush_o <= 1;
            write_fetch_o <= 0;
        end
        else if(cache[index][VALID_BIT_INDEX] && !cache[index][DIRTY_BIT_INDEX] && !(cache[index][TAG_INDEX -: TAG_LENGTH] == tag)) begin
            hit_o <= 0;
            read_flush_o <= 0;
            read_fetch_o <= 0;
            write_flush_o <= 0;
            write_fetch_o <= 1;
        end
        else if(!cache[index][VALID_BIT_INDEX]) begin
            hit_o <= 0;
            read_flush_o <= 0;
            read_fetch_o <= 0;
            write_flush_o <= 0;
            write_fetch_o <= 1;
        end
        else begin
            hit_o <= 0;
            read_flush_o <= 0;
            read_fetch_o <= 0;
            write_flush_o <= 0;
            write_fetch_o <= 0;
        end
    end
end
always @(posedge clk_i ) begin
    if(write_line_reg) begin
        cache[index] = {1'b0, 1'b1, tag, line_i_reg};
    end
end
always@(posedge clk_i) begin
    if(read_line_reg) begin
        hit_o <= 1;
        read_flush_o <= 0;
        read_fetch_o <= 0;
        write_flush_o <= 0;
        write_fetch_o <= 0;
        line_o <= cache[index][(TAG_INDEX - TAG_LENGTH) -: NUM_OF_BLOCKS_PER_LINE*BLOCK_SIZE];
        address_o <= { cache[index][ TAG_INDEX -: TAG_LENGTH ], index, 'b0};
    end
end
endmodule
==> design/flow/run.sh <==
#!/bin/bash
# OpenROAD 26Q1-2900-gdf79404cd8, Yosys 0.63+post, stock flow scripts
make -C /OpenROAD-flow-scripts/flow DESIGN_CONFIG=/design/flow/config.mk WORK_HOME=/design/flow/orfs finish
==> design/flow/config.mk <==
export PLATFORM = sky130hd
export DESIGN_NAME = DirectMappedCache
export DESIGN_NICKNAME = DirectMappedCache
export VERILOG_FILES = /design/flow/design.v
export SDC_FILE = /design/flow/constraint.sdc
export NUM_CORES = 4
export LEC_CHECK = 1
export CORE_UTILIZATION = 30
==> design/flow/constraint.sdc <==
current_design DirectMappedCache

set clk_period 18.5
set clk_io_pct 0.2

create_clock -name clk0 -period $clk_period [get_ports {clk_i}]

set non_clock_inputs [all_inputs -no_clocks]
set_input_delay [expr $clk_period * $clk_io_pct] -clock clk0 $non_clock_inputs
set_output_delay [expr $clk_period * $clk_io_pct] -clock clk0 [all_outputs]
==> results.toml <==
# implementation run metrics
[critical_path]
reg2reg_slack_ps = 12960
endpoint_kind = "flip-flop"
r2r_start = "address_reg[2]"
crit_fanout = 38
r2r_end = "cache[0][38]"
path_class = "flip-flop to flip-flop"
worstPathRequired_ps = 18770
r2r_cells = 9
start_kind = "flip-flop"
crit_arrival_ps = 5810

[routing]
post_drt_via_cell_ratio = 4.59
antenna_left = 0
drtIter0Drc = 828
wl_per_cell_um = 25.3
num_vias = 16500
route.detailed.drc = 0
wl_um = 91100
firstDrtPassIters = 5

[power_and_ir_drop]
ir_drop_mv = 0.0854
design_power_total_mw = 5.01
leakagePower_nw = 15.1
power_density_nw_per_um2 = 113

[sta]
setup_viol = 0
rsz0062_at_grt = "no"
hold_viol_final = 0
finalCritPeriodShare = 0.299
relSlewSlack = 0.442
maxSlewViolCount = 0
max_freq_mhz = 181
period_needed_ps = 5540
tightest_slew_ps = 837
clock_skew_ps = 72.1
fin_tns_setup_ps = 0

[min_path]
min_from = "cache[3][156]"
holdPathEnd = "cache[3][156]"
whs_path_depth = 1
min_path_type = "flip-flop to flip-flop"

[die]
coreArea_um2 = 117000
fp.dieH_um = 346
chipArea_um2 = 120000
initCoreUtil = 0.304
io_pins = 395
rows = 125
die_width_um = 346

[yosys]
ff_type = "edfxtp_1"
netlist_area_um2 = 35500
synth_area_per_cell_um2 = 22.5
synth_flop_count = 985
ys_chip_area_um2 = 35500
yosysSeqAreaShare = 0.777
synth-edff-count = 784
yosysUniqueCellTypes = 57
yosysWarnings = 14
top_cells_by_area = "edfxtp_1 66%, dfxtp_1 11%, mux4_2 11%, mux2_4 4.4%, mux2_2 0.83%"
synthArstFlopShare = 0
top_area_cell = "edfxtp_1"
synth.top_cell.area_share = 0.664
yosysCellCount = 1578
synthCells = 1578

[clock_tree]
htree_levels = 3
cts_made_buffers = 103
clkTransAtPathRegs_ps = 60
cts_hold_buf = 0
clock_path_buffers = 3
cts-root-buf = "clkbuf_16"
numClockSinks = 985
cts_setup_buffers = 0
ctsResizeCount = 0
clk_latency_ps = 700
cts_tree = "built"

[outcome]
status = "finished clean"

[global_route]
antenna_found_initial = 12
grt_pass1_vias = 18300
grt_pass1_wl_um = 130000
grt_max_degree = 59
grt.overflow.total = 0
grt_usage = 0.163

[finish]
area_growth_pct = 24.9
final_common_cell = "edfxtp_1"
fillerInstances = 10300
drive_gt1_frac = 0.260
fin_cells = 3599
largest_reg_flops = 628
layout_top_cells = "784 x edfxtp_1, 357 x clkdlybuf4s50_1, 196 x dfxtp_1"

[flow_run]
maxCapViolCount = 0
warnings = 25

[place]
portBuffers = 357
hpwlAfterDp_um = 61000
placed_cells = 3402
place_congestion = 0.819
## layer usage
| metal | vias up | wire (um) | global-route usage |
|---|---|---|---|
| li1 | 7133 | - | - |
| met1 | 8269 | 30900 | 0.188 |
| met2 | 958 | 44100 | 0.254 |
| met3 | 133 | 14100 | 0.115 |
| met4 | 18 | 1760 | 0.0259 |
| met5 | - | 212 | 0.00720 |
## cell type report
type                    count  area, um2  area share
diodes                      1       2.50   0.0000565
flip-flops and latches    985      27600       0.623
inverters                   1       3.75   0.0000847
clock buffers             140       2820      0.0636
clock inverters            56        753      0.0170
multi-input cells         497       7370       0.166
repair buffers            395       3860      0.0871
well taps                1524       1910      0.0430
## logic make-up (layout without fill, tap and decap cells)
| logic type | after synthesis | after routing | share of synthesized area |
|---|---|---|---|
| compound gates | 43 | 43 | 0.00875 |
| flops | 985 | 985 | 0.777 |
| other cells | 1 | 38 | 0.000106 |
| buf+inv | 132 | 592 | 0.0250 |
| xor+xnor | 20 | 20 | 0.00515 |
| mux | 336 | 336 | 0.173 |
| simple gates | 61 | 61 | 0.0105 |
## cells in the mapped netlist (4+ instances only)
library cell,count
buf_6,10
xnor2_1,16
mux2i_1,29
mux4_1,6
dfxtp_1,201
o2bb2ai_1,4
mux2_4,104
buf_12,10
mux2_2,26
nor2_1,8
buf_4,37
buf_1,18
edfxtp_1,784
mux4_2,170
nand3_1,4
o21a_1,4
a21oi_1,14
nand2_1,9
nand2b_1,6
clkbuf_1,52
a211oi_1,4
nand4_1,7
or4_1,5
## per-stage QoR
| stage | hold slack (ps) | utilization | instance area [um2] | setup WS [ps] |
|---|---|---|---|---|
| 2_1_floorplan | 435 | - | 35600 | 12840 |
| 3_3_place_gp | 449 | 0.349 | 40700 | 13030 |
| 3_5_place_dp | 454 | 0.349 | 40700 | 12930 |
| 4_1_cts | 475 | 0.380 | 44300 | 12880 |
| 5_1_grt | 492 | 0.380 | 44300 | 12670 |
| 6_report | 468 | 0.380 | 44300 | 12960 |
## critical path, stage by stage (launching register included)
cell	delay (ps)
dfxtp_4	610
buf_4	620
mux4_1	660
xnor2_1	240
nand4_1	160
or4_4	600
or4_4	730
buf_4	420
a211oi_4	390
buf_4	600
## how the worst max path moves through the flow
stage,startpoint,end,cells after the start
CTS,address_reg[2],cache[0][42],9
global route,address_reg[2],cache[0][42],9
finish,address_reg[2],cache[0][38],9
## power by group
part           internal (mW)  switching (mW)  leakage [nW]
Sequential              2.52          0.0527          8.97
Clock                   1.26           0.871          1.74
Combinational          0.167           0.141          4.41
Power and IR drop assume default switching activity.
